==> flow/config.mk <==
export PLATFORM = sky130hd
export DESIGN_NAME = b1
export DESIGN_NICKNAME = b1
export VERILOG_FILES = /design/flow/design.v
export SDC_FILE = /design/flow/constraint.sdc
export NUM_CORES = 4
export LEC_CHECK = 1
export CORE_UTILIZATION = 40
==> flow/constraint.sdc <==
current_design b1

set clk_period 151.1
set clk_io_pct 0.2

create_clock -name clk0 -period $clk_period [get_ports {CLK}]

set non_clock_inputs [all_inputs -no_clocks]
set_input_delay [expr $clk_period * $clk_io_pct] -clock clk0 $non_clock_inputs
set_output_delay [expr $clk_period * $clk_io_pct] -clock clk0 [all_outputs]
==> flow/design.v <==
`timescale 1ns / 1ps
 module uart(
    input clk,                   
    input rst,                   
    input rx,                    
    output tx,                   
    input transmit,              
    input [7:0] tx_byte,         
    output received,             
    output [7:0] rx_byte,        
    output wire is_receiving,    
    output wire is_transmitting, 
    output wire recv_error,       
    output reg [3:0] rx_samples,
    output reg [3:0] rx_sample_countdown
);
    parameter baud_rate = 9600;
    parameter sys_clk_freq = 100000000;
    localparam one_baud_cnt = sys_clk_freq / (baud_rate);
    localparam [2:0]     
        RX_IDLE             = 3'd0, 
        RX_CHECK_START      = 3'd1, 
        RX_SAMPLE_BITS      = 3'd2,
        RX_READ_BITS        = 3'd3,      
        RX_CHECK_STOP       = 3'd4, 
        RX_DELAY_RESTART    = 3'd5,
        RX_ERROR            = 3'd6,      
        RX_RECEIVED         = 3'd7; 
    localparam [1:0]     
        TX_IDLE             = 2'd0,
        TX_SENDING          = 2'd1,
        TX_DELAY_RESTART    = 2'd2,
        TX_RECOVER          = 2'd3;
    reg [log2(one_baud_cnt * 16)-1:0] rx_clk;
    reg [log2(one_baud_cnt)-1:0] tx_clk;
    reg [2:0] recv_state = RX_IDLE;
    reg [3:0] rx_bits_remaining;
    reg [7:0] rx_data;
    reg tx_out = 1'b1;
    reg [1:0] tx_state = TX_IDLE;
    reg [3:0] tx_bits_remaining;
    reg [7:0] tx_data;
    assign received = recv_state == RX_RECEIVED;
    assign recv_error = recv_state == RX_ERROR;
    assign is_receiving = recv_state != RX_IDLE;
    assign rx_byte = rx_data;
    assign tx = tx_out;
    assign is_transmitting = tx_state != TX_IDLE;
    function integer log2(input integer M);
        integer i;
    begin
        log2 = 1;
        for (i = 0; 2**i <= M; i = i + 1)
            log2 = i + 1;
    end endfunction
    always @(posedge clk) begin
        if (rst) begin
            recv_state = RX_IDLE;
            tx_state = TX_IDLE;
        end
        if(rx_clk) begin
            rx_clk = rx_clk - 1'd1;
        end
        if(tx_clk) begin
            tx_clk = tx_clk - 1'd1;
        end
        case (recv_state)
            RX_IDLE: begin
                if (!rx) begin
                    rx_clk = one_baud_cnt / 2;
                    recv_state = RX_CHECK_START;
                end
            end
            RX_CHECK_START: begin
                if (!rx_clk) begin
                    if (!rx) begin
                        rx_clk = (one_baud_cnt / 2) + (one_baud_cnt * 3) / 8; 
                        rx_bits_remaining = 8;  
                        recv_state = RX_SAMPLE_BITS;
                        rx_samples = 0;
                        rx_sample_countdown = 5;
                    end else begin
                        recv_state = RX_ERROR;
                    end
                end
            end
            RX_SAMPLE_BITS: begin
                if (!rx_clk) begin
                    if (rx) begin
                        rx_samples =  rx_samples + 1'd1;
                    end
                    rx_clk = one_baud_cnt / 8;
                    rx_sample_countdown = rx_sample_countdown -1'd1;
                    recv_state = rx_sample_countdown ? RX_SAMPLE_BITS : RX_READ_BITS;
                end
            end
            RX_READ_BITS: begin
                if (!rx_clk) begin
                    if (rx_samples > 3) begin
                        rx_data = {1'd1, rx_data[7:1]};
                    end else begin
                        rx_data = {1'd0, rx_data[7:1]};
                    end
                    rx_clk = (one_baud_cnt * 3) / 8;
                    rx_samples = 0;
                    rx_sample_countdown = 5;
                    rx_bits_remaining = rx_bits_remaining - 1'd1;
                    if(rx_bits_remaining)begin
                        recv_state = RX_SAMPLE_BITS;
                    end else begin
                        recv_state = RX_CHECK_STOP;
                        rx_clk = one_baud_cnt / 2;
                    end
                end
            end
            RX_CHECK_STOP: begin
                if (!rx_clk) begin
                    recv_state = rx ? RX_RECEIVED : RX_ERROR;
                end
            end
            RX_ERROR: begin
                rx_clk = 8 * sys_clk_freq / (baud_rate);
                recv_state = RX_DELAY_RESTART;
            end
            RX_DELAY_RESTART: begin
                recv_state = rx_clk ? RX_DELAY_RESTART : RX_IDLE;
            end
            RX_RECEIVED: begin
                recv_state = RX_IDLE;
            end
        endcase
        case (tx_state)
            TX_IDLE: begin
                if (transmit) begin
                    tx_data = tx_byte;
                    tx_clk = one_baud_cnt;
                    tx_out = 0;
                    tx_bits_remaining = 8;
                    tx_state = TX_SENDING;
                end
            end
            TX_SENDING: begin
                if (!tx_clk) begin
                    if (tx_bits_remaining) begin
                        tx_bits_remaining = tx_bits_remaining - 1'd1;
                        tx_out = tx_data[0];
                        tx_data = {1'b0, tx_data[7:1]};
                        tx_clk = one_baud_cnt;
                        tx_state = TX_SENDING;
                    end else begin
                        tx_out = 1;
                        tx_clk = 16 * one_baud_cnt; 
                        tx_state = TX_DELAY_RESTART;
                    end
                end
            end
            TX_DELAY_RESTART: begin
                tx_state = tx_clk ? TX_DELAY_RESTART : TX_RECOVER; 
            end
            TX_RECOVER: begin
                tx_state = transmit ? TX_RECOVER : TX_IDLE;
            end
        endcase
    end
endmodule
module bram (
    input clk, 
    input [BRAM_ADDR_WIDTH-1:0] addr, 
    input cs_n,
    input wr_n, 
    input rd_n,
    input [BRAM_DATA_WIDTH-1:0] bram_data_in,
    output reg [BRAM_DATA_WIDTH-1:0] bram_data_out
);
    parameter BRAM_ADDR_WIDTH = 9;
    parameter BRAM_DATA_WIDTH = 8;
    reg [BRAM_DATA_WIDTH-1:0] mem [(1<<BRAM_ADDR_WIDTH)-1:0];
    always @(posedge clk)
        if (cs_n == 1'b0) begin
            begin
                if (wr_n == 1'b0) mem[(addr)] <= bram_data_in;
                if (rd_n == 1'b0) bram_data_out <= mem[addr];
            end
        end
    endmodule
module b1 #(
	parameter RAM_ADDR_WIDTH = 13
	) (
	input CLK,
	input RS232_Rx_TTL,
	output RS232_Tx_TTL,
	output LED0,
	output LED1,
	output LED2,
	output LED3,
	output LED4,
	output LED5,
	output LED6,
	output LED7
   );
	localparam B1_STATE_0 = 'd0;			 
	localparam B1_STATE_1 = 'd1;			 
	localparam B1_STATE_2 = 'd2;			 
	localparam B1_STATE_3 = 'd3;			 
	localparam B1_STATE_4 = 'd4;			 
	localparam B1_STATE_5 = 'd5;			 
	localparam B1_STATE_200 = 'd200;		 
	localparam B1_STATE_201 = 'd201;		 
	localparam B1_STATE_202 = 'd202;		 
	localparam B1_STATE_203 = 'd203;		 
	localparam B1_STATE_204 = 'd204;		 
	localparam B1_STATE_205 = 'd205;		 
	localparam B1_STATE_206 = 'd206;		 
	localparam B1_STATE_207 = 'd207;		 
	localparam B1_STATE_208 = 'd208;  	 
	localparam B1_STATE_209 = 'd209;  	 
	reg [7:0]	b1_state = B1_STATE_200;
	localparam IP_START = 16'h200;
	reg 		reset_n = 1'b0;
	wire [15:0]	addr;
	wire [7:0]	cpu_data_in;
	wire [7:0]	cpu_data_out;
	reg  [15:0]	IP = IP_START;
	reg	 [7:0]	IR;
	reg  [7:0]	AH;
	reg  [7:0]	AL;
	reg  [7:0]  X;
	reg  [7:0]	I;
	localparam RAM_SIZE = (1 << RAM_ADDR_WIDTH);
	wire		ram_cs_n;
	wire		ram_rd_n;
	wire		ram_wr_n;
	localparam UART_BUFFER_START = 'h0;
	localparam UART_BUFFER_SIZE = 'hFF;
	localparam UART_STATE_0 = 3'b000;
	localparam UART_STATE_1 = 3'b001;
	localparam UART_STATE_2 = 3'b010;
	localparam UART_STATE_3 = 3'b011;
	localparam UART_STATE_4 = 3'b100;
	localparam UART_STATE_5 = 3'b101;
	localparam UART_STATE_6 = 3'b110;
	localparam UART_STATE_7 = 3'b111;
	reg 		transmit;
	reg 		[7:0] tx_byte;
	wire 		received;
	wire 		[7:0] rx_byte;
	wire 		is_receiving;
	wire 		is_transmitting;
	wire 		recv_error;
	reg 		uart_reset;
	reg [15:0] 	uart_nxtptr = UART_BUFFER_START;
	reg [15:0]	uart_ptr = UART_BUFFER_START;
	reg [7:0]	uart_buffer [0:UART_BUFFER_SIZE - 1];
	reg [3:0]	uart_state;
	bram #(
		.BRAM_ADDR_WIDTH(RAM_ADDR_WIDTH), 
		.BRAM_DATA_WIDTH(8)
	)
	ram(
		.clk			(CLK),
		.addr			(addr[RAM_ADDR_WIDTH - 1:0]),
		.cs_n			(ram_cs_n),
		.wr_n			(ram_wr_n),
		.rd_n			(ram_rd_n),
		.bram_data_in	(cpu_data_out),
		.bram_data_out	(cpu_data_in)
	);
	uart #(
		.baud_rate(9600),                  
		.sys_clk_freq(12000000)            
	)
	uart0(
		.clk(CLK),                     
		.rst(uart_reset),                       
		.rx(RS232_Rx_TTL),                 
		.tx(RS232_Tx_TTL),                 
		.transmit(transmit),               
		.tx_byte(tx_byte),                 
		.received(received),               
		.rx_byte(rx_byte),                 
		.is_receiving(is_receiving),       
		.is_transmitting(is_transmitting), 
		.recv_error(recv_error)            
	);
	assign {LED7, LED6, LED5, LED4, LED3, LED2, LED1, LED0} = rx_byte[7:0];
	assign addr = (b1_state == B1_STATE_0 || b1_state == B1_STATE_1) 
			? IP
		: 16'bz;
	assign cpu_data_out = b1_state == B1_STATE_201 ? rx_byte : 8'bz;
	assign ram_cs_n = b1_state == B1_STATE_201 ? 1'b0 
		: 1'b1;
	assign ram_wr_n = b1_state == B1_STATE_201 ? 1'b0 
		: 1'b1;
	assign ram_rd_n = b1_state == B1_STATE_206 ? 1'b0 
		: 1'b1;
	always @(posedge CLK) begin
		if (reset_n == 1'b0) begin
			reset_n <= 1'b1;
			uart_reset <= 1'b0;
		end 
		if (b1_state == B1_STATE_0) begin
			b1_state <= B1_STATE_1;
		end
		if (b1_state == B1_STATE_1) begin
			IR <= cpu_data_in;
			b1_state <= B1_STATE_2;
		end
		if (b1_state == B1_STATE_2) begin
			if (IR & 8'b10000000) begin
			end
			IP <= IP + 1;
			b1_state <= B1_STATE_3;
		end
		if (b1_state == B1_STATE_3) begin
			if (uart_nxtptr != uart_ptr && ~is_transmitting) begin
				tx_byte <= uart_buffer[uart_ptr];
				transmit <= 1'b1;
				b1_state <= B1_STATE_4;
			end
			else begin
				b1_state <= B1_STATE_0;
			end
		end
		if (b1_state == B1_STATE_4) begin
			transmit <= 1'b0;
			if (uart_ptr == (UART_BUFFER_START + UART_BUFFER_SIZE)) begin
				uart_ptr <= UART_BUFFER_START;
			end
			else begin
				uart_ptr <= uart_ptr + 1'b1;
			end
			b1_state <= B1_STATE_0;
		end
		if (received && uart_state == UART_STATE_0) begin 
			tx_byte <= rx_byte;
			transmit <= 1'b1;
			uart_buffer[uart_nxtptr] <= rx_byte;
			uart_state <= UART_STATE_1;
		end
		if (uart_state == UART_STATE_1) begin
			transmit <= 1'b0;
			if (uart_nxtptr == (UART_BUFFER_SIZE + UART_BUFFER_START)) begin
				uart_nxtptr <= UART_BUFFER_START;
			end
			else begin
				uart_nxtptr <= uart_nxtptr + 1'b1;
			end
			uart_state <= UART_STATE_0;
		end
	end
endmodule  
==> flow/run.sh <==
#!/bin/bash
# OpenROAD 26Q1-2900-gdf79404cd8, Yosys 0.63+post, stock flow scripts
make -C /OpenROAD-flow-scripts/flow DESIGN_CONFIG=/design/flow/config.mk WORK_HOME=/design/flow/orfs finish
==> results.json <==
{
  "ioPinCount": 11,
  "setup.worst_path.start_class": "flip-flop",
  "die_h_um": 463,
  "grt_use_total_pct": 23.4,
  "yosys_area_um2": 84900,
  "syn_inst": 4264,
  "post_cts_buffers": 0,
  "rsz0062_at_grt": "false",
  "worstRegToRegCells": 13,
  "worstSetupEndpointType": "output port",
  "setup_viol": 0,
  "cp_max_fo": 104,
  "die_x_um": 463,
  "hold_path.startpoint": "b1_state[6]",
  "hold_depth": 0,
  "synthTopCellsByArea": "edfxtp_1 (75%), mux4_2 (13%), nor2_1 (1.6%), mux2i_1 (1.3%), a22oi_1 (0.85%)",
  "cts_resized": 0,
  "coreArea_um2": 210000,
  "status": "complete, no violations",
  "finClkSkew_ns": 0.0572,
  "drt-total-wl_mm": 226,
  "rows": 168,
  "synth.distinct_cells": 74,
  "fillers": 17400,
  "edf_count": 2118,
  "yosys-stat-cells": 4264,
  "synth_warnings": 5,
  "holdCritPathClass": "reg2reg",
  "grt-ovfl-total": 0,
  "drt_iter0_markers": 2821,
  "grt_pass1_wl_mm": 328,
  "warnings": 40,
  "setup-tns-final_ns": 0,
  "slew_headroom_pct": 15.1,
  "hold_slack_ns": 0.371,
  "drive_gt1_share_pct": 22.8,
  "fp-utilization_pct": 40.4,
  "clkTransAtPathRegs_ns": 0.06,
  "crit_type": "reg2out",
  "total_power_uw": 1210,
  "first_pass_iters": 7,
  "logic_area_um2": 19400,
  "post_dp_cell_area_um2": 89000,
  "gp_congestion": 0.895,
  "leakage_uw": 0.0286,
  "yosysSeqAreaShare_pct": 75.7,
  "post-route-drc-count": 0,
  "cap_violations": 0,
  "hold_buffers": 0,
  "cts_tree": "yes",
  "vias": 42800,
  "syn_area_um2": 84900,
  "ir_worst_vdd_v": 0.0000149,
  "clkSinkCount": 2151,
  "drtAntennaViolNets": 0,
  "synth.largest_area_cell": "edfxtp_1",
  "final_cell_area_um2": 95800,
  "slew_viol_final": 0,
  "fin_crit_ns": 32.99,
  "crit_arrival_ns": 2.77,
  "dpl.hpwl_mm": 137,
  "grt_max_degree": 143,
  "fmax_ghz": 0.0303,
  "insertion_delay_ns": 0.88,
  "grt_pass1_vias": 46400,
  "regToRegEndpoint": "tx_byte[7]",
  "fin_crit_sh_pct": 21.8,
  "viasPerCell": 5.76,
  "critPathRequiredTime_ns": 120.88,
  "seqCellArea_um2": 64300,
  "cts_max_path_buffers": 3,
  "powerDensity_nw_per_um2": 12.7,
  "r2r_start": "uart_ptr[1]",
  "r2r_setup_slack_ns": 145.29,
  "numCtsBuffers": 215,
  "dieArea_um2": 214000,
  "syn_area_per_cell_um2": 19.9,
  "area_growth_syn_to_layout_pct": 12.9,
  "root_buffer": "clkbuf_16",
  "io_buffer_count": 10,
  "hold-path-endpoint": "b1_state[6]",
  "ff_type": "edfxtp_1",
  "tightest_slew_ns": 1.24,
  "ys_seq_elements": 2151,
  "top_area_share_pct": 74.9,
  "hold_viol": 0,
  "wire_per_inst_um": 30.3,
  "antenna_found_initial": 6,
  "async_flop_share_pct": 0,
  "htreeDepth": 4
}
==> synth_stat cells (all sizes together) (46+ instances only) <==
cell and count:
nand2 115, nand3 66, clkbuf 143, o21ai 46, buf 113, xnor2 48, nor2 361, mux2i 108
mux4 496, a22oi 96, edfxtp 2118, a21oi 79
==> cell usage in the layout (no fill, tap or decap), drive strengths merged, types with 14 or more instances in the layout <==
master	synthesis	routed
edfxtp	2118	2118
mux4	496	496
nor2	361	361
clkbuf	143	275
buf	113	201
nand2	115	115
mux2i	108	108
a22oi	96	96
clkinv	1	89
a21oi	79	79
nand3	66	66
xnor2	48	48
o21ai	46	46
nor3	36	36
dfxtp	33	33
nor2b	33	33
inv	24	33
nand4	23	23
nor4	23	23
diode	0	22
a221oi	20	20
xor2	19	19
o22ai	18	18
nand2b	17	17
a211oi	17	17
a22o	16	16
bufinv	0	16
a31oi	15	15
ha	14	14
o211ai	14	14
==> layout make-up <==
class                   count  share of cell area [%]
inverters                  25                  0.0979
clock buffers             275                    5.94
diodes                     22                  0.0574
repair buffers            211                    1.78
well taps                2805                    3.66
multi-input cells        1832                    20.2
flip-flops and latches   2151                    67.0
clock inverters           117                    1.18
==> metal layers <==
layer	wire, um	track usage [%]	vias up
met5	629	2.41	-
met4	8240	6.59	19
met3	39100	18.0	442
met2	103000	32.9	2613
met1	74500	29.0	21800
li1	-	-	18000
==> state kept, by name, indices dropped and copies added, names as in the netlist, 8 cells and up <==
register and cells:
uart_buffer 2040, uart_nxtptr 16, uart_ptr 16, uart0.rx_clk 15, uart0.tx_clk 11, tx_byte 8
uart0.rx_data 8, uart0.tx_data 8
==> where the power goes <==
part / internal, uW / switching (uW) / leakage (uW)
Clock: 293 / 224 / 0.00333
Sequential: 652 / 7.99 / 0.0194
Combinational: 11.4 / 25.1 / 0.00596
Total: 957 / 257 / 0.0286
==> critical path: stages, from the launching register on <==
cell	delay, ns
edfxtp_1	0.81
buf_12	0.46
clkdlybuf4s50_1	0.56
==> worst max-delay path by stage <==
stage,endpoint,from,cells after the start,slack (ns)
after CTS,LED1,uart0.rx_data[1],2,118.01
after global routing,LED1,uart0.rx_data[1],2,117.91
final,LED1,uart0.rx_data[1],2,118.11
==> metrics by stage <==
stage	std cells	setup WS, ns	utilization, %
2_1_floorplan	4264	117.64	-
3_5_place_dp	7024	118.96	42.3
5_1_grt	7416	117.91	45.6
4_1_cts	7416	118.01	45.6
3_3_place_gp	7024	119.00	42.3
6_report	7438	118.11	45.6
==> kinds of logic after synthesis <==
group / synth area share (%)
adders and majority gates: 0.218
xor gates and xnor gates: 0.691
buffers and inverters: 1.54
muxes: 14.6
DFF: 75.7
and+or+nand+nor: 4.09
AOI/OAI and AO/OA: 3.13
No activity file was given, so power comes from the tool's default toggle rates.
